===== run.sh =====
#!/bin/bash
# OpenROAD 26Q1-2900-gdf79404cd8, Yosys 0.63+post, stock flow scripts
make -C /OpenROAD-flow-scripts/flow DESIGN_CONFIG=/design/flow/config.mk WORK_HOME=/design/flow/orfs finish

===== config.mk =====
export PLATFORM = sky130hd
export DESIGN_NAME = Regs
export DESIGN_NICKNAME = Regs
export VERILOG_FILES = /design/flow/design.v
export SDC_FILE = /design/flow/constraint.sdc
export NUM_CORES = 4
export LEC_CHECK = 1
export CORE_UTILIZATION = 40

===== constraint.sdc =====
current_design Regs

set clk_period 7.6
set clk_io_pct 0.2

create_clock -name clk0 -period $clk_period [get_ports {CLOCK}]

set non_clock_inputs [all_inputs -no_clocks]
set_input_delay [expr $clk_period * $clk_io_pct] -clock clk0 $non_clock_inputs
set_output_delay [expr $clk_period * $clk_io_pct] -clock clk0 [all_outputs]

===== design.v =====
module Regs   
    (  
      input  CLOCK  
    , input  stall  
    , input  WriteEnbale
    , input [31:0] it   
    , input [4:0] WB          
    , input [31:0] WriteData   
    , input [31:0] counter
    , input RFflush
    , output reg [31:0] RsD   
    , output reg [31:0] RtD
    , output reg [4:0] Rsadd
    , output reg [4:0] Rtadd   
    , output reg [4:0] Rdadd
    , output reg [31:0] SignImme        
    , output reg [31:0] uSignImme        
    , output reg [4:0] sh            
    , output reg RegDstD             
    , output reg ALUSrcD             
    , output reg [4:0] ALUControlD  
    , output reg MemWriteD
    , output reg MemtoRegD
    , output reg RegWriteD
    , output reg terminator
    , output reg [31:0] PCRF
    , output reg [31:0] jumpaddE
    );
    reg[31:0] RegFile[0:31];
    integer i;
    initial begin
        for (i = 0; i < 32; i = i + 1) begin
            RegFile[i] = 32'b0;
        end
    end
    wire[31:0] instruct;
    wire[5:0] opcode;
    wire[4:0] Rs;
    wire[4:0] Rt;
    wire[4:0] Rd;
    wire[4:0] shmnt;
    wire[5:0] funcode;
    wire[15:0] imme;
    wire[4:0] WriteAdd;
    wire[25:0] address;
    assign instruct = it;
    assign opcode = instruct[31:26];
    assign Rs = instruct[25:21];
    assign Rt = instruct[20:16];
    assign Rd = instruct[15:11];
    assign shmnt = instruct[10:6];
    assign funcode = instruct[5:0];
    assign imme = instruct[15:0];
    assign WriteAdd = WB[4:0];
    assign address = instruct[25:0];
    always @(posedge CLOCK) begin
        if (stall == 1'b1) begin
            if ((WriteEnbale == 1'b1) && (WriteAdd != 5'b00000)) begin
                RegFile[WriteAdd] <= WriteData;
            end
        end
        else begin
        if ((WriteEnbale == 1'b1) && (WriteAdd != 5'b00000)) begin
            RegFile[WriteAdd] <= WriteData;
        end
        if (RFflush == 1'b1) begin
            ALUControlD <= 5'b10010;
        end
        else if (instruct == 32'hffffffff) begin 
            terminator <= 1'b1;
            MemWriteD <= 1'b0;
            RegWriteD <= 1'b0;
        end
        else begin
        SignImme <= instruct[15] ? {{(16) {1'b1}}, imme} : {{(16) {1'b0}}, imme};
        uSignImme <= {{(16) {1'b0}}, imme};
        PCRF <= counter;
        jumpaddE <= {{(6) {1'b0}}, address};
        if (WriteEnbale && (WB == Rs) && (WriteAdd != 5'b00000)) begin
            RsD <= WriteData;
        end
        else RsD <= RegFile[Rs];
        if (WriteEnbale && (WB == Rt) && (WriteAdd != 5'b00000)) begin
            RtD <= WriteData;
        end
        else RtD <= RegFile[Rt];
        Rsadd <= Rs;
        Rtadd <= Rt;
        Rdadd <= Rd;
        sh <= shmnt;
        if (opcode == 6'b000000) begin      
            RegDstD <= 1'b1;
            ALUSrcD <= 1'b0;
            if (funcode == 6'b100000 || funcode == 6'b100001) begin      
                ALUControlD <= 5'b00000;
            end
            else if (funcode == 6'b100010 || funcode == 6'b100011) begin     
                ALUControlD <= 5'b00001;
            end
            else if (funcode == 6'b100100) begin             
                ALUControlD <= 5'b00010;
            end
            else if (funcode == 6'b100111) begin             
                ALUControlD <= 5'b00011;
            end
            else if (funcode == 6'b100101) begin             
                ALUControlD <= 5'b00100;
            end
            else if (funcode == 6'b100110) begin             
                ALUControlD <= 5'b00101;
            end
            else if (funcode == 6'b000000) begin             
                ALUControlD <= 5'b00110;
            end
            else if (funcode == 6'b000100) begin             
                ALUControlD <= 5'b00111;
            end
            else if (funcode == 6'b000010) begin             
                ALUControlD <= 5'b01000;
            end
            else if (funcode == 6'b000110) begin             
                ALUControlD <= 5'b01001;
            end
            else if (funcode == 6'b000011) begin             
                ALUControlD <= 5'b01010;
            end
            else if (funcode == 6'b000111) begin             
                ALUControlD <= 5'b01011;
            end
            else if (funcode == 6'b101010) begin             
                ALUControlD <= 5'b01100;
            end
            else if (funcode == 6'b001000) begin             
                ALUControlD <= 5'b10000;
            end
            else ALUControlD <= 5'b10010;
        end
        else if (opcode != 6'b000000) begin                         
            RegDstD <= 1'b0;
            ALUSrcD <= 1'b1;               
            if ((opcode == 6'b100011) || (opcode == 6'b101011) || (opcode == 6'b001000) || (opcode == 6'b001001)) begin         
                ALUControlD <= 5'b00000;
            end
            else if (opcode == 6'b001100) begin       
                ALUControlD <= 5'b00010;
            end
            else if (opcode == 6'b001101) begin       
                ALUControlD <= 5'b00100;
            end
            else if (opcode == 6'b001110) begin       
                ALUControlD <= 5'b00101;
            end
            else if (opcode == 6'b000100) begin       
                ALUControlD <= 5'b01101;
            end
            else if (opcode == 6'b000101) begin       
                ALUControlD <= 5'b01110; 
            end
            else if (opcode == 6'b000010) begin       
                ALUControlD <= 5'b01111;
            end
            else if (opcode == 6'b000011) begin       
                ALUControlD <= 5'b10001;
            end
            else ALUControlD <= 5'b10010;
        end
        if (opcode == 6'b101011) MemWriteD <= 1'b1;   
        else MemWriteD <= 1'b0;
        if (opcode == 6'b100011 || opcode == 6'b101011) MemtoRegD <= 1'b1;
        else MemtoRegD <= 1'b0;
        if ((opcode == 6'b101011) || (opcode == 6'b000000 && funcode == 6'b001000) || (opcode == 6'b000010) || (opcode == 6'b000101) || (opcode == 6'b000100) || (opcode == 6'b111111)) RegWriteD <= 1'b0; 
        else RegWriteD <= 1'b1;
        end
        end
    end
endmodule

==> impl.org <==
* Flow results

** Outcome
- Status :: finished clean

** Setup path
- The worst register-to-register path has a depth of 5.
- The most numerous cell type found on the critical path is sky130_fd_sc_hd__buf_4.
- Critical Path End Type :: flop
- In this run the critical path is formed by buf_8 -> buf_4 -> buf_4 -> mux4_2 -> nor2b_1 -> a211oi_1 -> nor3_1 -> a22o_1.
- The critical path maximum fanout is 56.
- The critical path in this run is classified as in -> reg.
- Worst endpoint data arrival time :: 4730 ps
- In this run the register-to-register setup slack is 5500 ps.
- The OpenROAD report gives the critical path a required time of 8090 ps.
- The largest individual stage delay along the critical path comes from the cell sky130_fd_sc_hd__buf_4.
- Combined buffer and inverter count along the critical path :: 3
- On the critical path the largest part of the delay comes from buffers and inverters.
- Endpoint of the worst-slack reg-to-reg timing path :: RtD[30]
- Kind of launch point of the worst setup path :: input pin
- Reg-to-reg startpoint :: RegFile[8][30]
- The largest single stage delay on the critical path is 760 ps.

** Clock tree
- Latency at later pin :: 730 ps
- Reg clk slew, reported paths :: ~60 ps
- In this run, post-CTS hold repair placed 0 buffers.
- Sinks on the clock net :: about 1200
- Longest Clk Path Bufs :: 3
- In this run, post-CTS repair resized a total of 0 instances.
- Count of H-tree levels built during CTS :: 3
- TritonCTS built the clock tree.
- Clock buffers created by TritonCTS :: 120
- Post-CTS setup buffer count :: 0
- Clock tree synthesis selected as its root buffer the cell sky130_fd_sc_hd__clkbuf_16.

** Finish
- Area of all sequential standard cells :: 34710 um^2
- After filler insertion, the fill cell instance count of the layout stands at 10460.
- Compared with the post-synthesis result, the final layout area differs by 16.85%.
- Total area of multi-input combinational cells :: between 15000 and 20000 um^2
- Per the cell usage report, the commonest logic cell in the layout is sky130_fd_sc_hd__edfxtp_1.
- Most instantiated logic cells after routing :: 1156 x sky130_fd_sc_hd__edfxtp_1, 504 x sky130_fd_sc_hd__mux4_2, 295 x sky130_fd_sc_hd__clkdlybuf4s50_1
- Of the cells placed in the final design, the portion with a size suffix greater than 1 is 28.45%.

** Global route
- Residual overflow from global routing :: 0
- Via count of the first global-routing pass :: 33420
- Global-route wire length before repair :: 230.6 mm
- Global-route usage over all layers :: a little over a quarter
- Entering global routing, the biggest net connects 82 pins.
- Number of antenna violations at the first check in global routing :: 4

** Worst hold path
- Startpoint of the tightest hold check path :: RegFile[3][21]
- Counting instances, the worst hold path has a depth of 4.
- WHS Endpoint :: RtD[21]
- The path class of the tightest hold or removal check is reg -> reg.

** Yosys
- Area fraction in full adders, half adders and majority gates :: 0%
- Yosys cell types :: 50
- Per the synth log, the flip-flop and latch total comes to 1156.
- After synthesis, the cell types taking the most area are sky130_fd_sc_hd__edfxtp_1 66%, sky130_fd_sc_hd__mux4_2 22%, sky130_fd_sc_hd__mux2i_1 1.9%, sky130_fd_sc_hd__buf_4 1.7%, sky130_fd_sc_hd__a22oi_1 1.3%.
- Yosys mapped a number of flops with a built-in enable equal to around 1200.
- Counting the warning lines in the Yosys log gives 1.
- Of the synthesized area, sequential elements account for 65.97%.
- Ao+oa area frac :: 4.682%
- Synthesis area per yosys :: 52620 um^2
- Of the post-synthesis cell area, the dominant cell type holds 65.97%.
- Of the total synthesized cell area, the portion taken by AND, OR, NAND and NOR gates is between 2 and 2.5%.
- In the synthesized netlist, mux cells make up approximately a quarter of the area.
- Main kind of combinational logic by area :: multiplexers
- Biggest area consumer among synthesized cells :: sky130_fd_sc_hd__edfxtp_1
- Async S/R FF share, synth :: 0%
- In this run, the synthesized area fraction spent on xor and xnor cells is recorded as less than 1%.
- Number of cells in Yosys stat :: 2635
- Per the synth stats, the flop cell with the highest instance count is sky130_fd_sc_hd__edfxtp_1.
- Mapped Cells :: about 2600
- Mean instance size in the synthesized netlist :: roughly 20 um^2
- The synthesized netlist occupies a cell area of 52620 um^2.

** Route
- Final routed DRC violation total :: 0
- Routed vias/inst :: 6.190
- Detailed-route iteration 0 reported a violation count of 2064.
- Post-detailed-route count of antenna-violating nets :: 0
- Across all layers, the routed design uses 29650 vias.
- Overall routed net length :: 162.0 mm
- Detailed-router iteration count before antenna repair :: 6
- Per-cell routed wire length :: between 30 and 40 um

** STA
- Final setup skew :: roughly 19 ps
- The final timing report gives a worst setup slack of 3360 ps.
- Maximum operating frequency :: ~240 MHz
- Final setup TNS :: 0 ps
- Final Hold Violation Tally :: 0
- Unrepaired setup endpoints after global routing :: false
- Worst slew slack as a fraction of its limit :: 32.61%
- Transition time of the tightest slew-check pin :: 1008 ps
- Period utilisation layout :: 55.79%
- Shortest period the worst path allows :: roughly 4200 ps
- Max-slew check failures listed in the final report amount to 0.
- Final setup violating endpoints :: 0

** Floorplan
- The initial utilization of the core area, before any placement, comes to 40.48%.
- Height of the die :: 364.7 um
- Boundary Pins :: about 330
- Die width :: about 360 um
- Placeable core region :: 130000 um^2
- Area of the die :: 133000 um^2
- Number of rows in the core area :: 132

** Job
- The report counts max-capacitance violations totalling 0.
- OpenROAD emitted warnings numbering 26.

** Power
- The design draws 14.32 mW.
- The script computed a power per unit cell area of 232.9 nW/um^2.
- In this run the VDD rail shows a maximum IR drop of 203.4 uV.
- Static Leak :: ~19 nW

** Placement
- At the placement stage, the worst setup path has a slack of 2643 ps.
- Number of port buffers :: 304
- Detail Placement HPWL :: roughly 94 mm
- GPL Wtd Cong :: between 0.9 and 1
## registers in the layout, summed over array words and instances (netlist names)
signal / flops
RegFile: 1024
PCRF: 32
RsD: 32
RtD: 32
SignImme: 12
ALUControlD: 5
Rdadd: 4
Rsadd: 4
Rtadd: 4
jumpaddE: 2
ALUSrcD: 1
MemWriteD: 1
MemtoRegD: 1
RegDstD: 1
RegWriteD: 1
## report_power, final
group	total (mW)	internal (mW)	switching (mW)
logic	1.24	0.579	0.658
registers	7.24	7.16	0.0754
clock network	5.84	3.40	2.44
## tightest hold or removal path, cell delays in order (launching register included)
cell and delay (ps):
sky130_fd_sc_hd__edfxtp_1 330, sky130_fd_sc_hd__mux4_2 220, sky130_fd_sc_hd__a22oi_1 60, sky130_fd_sc_hd__nand3_1 80, sky130_fd_sc_hd__o22a_1 120
## cells in the mapped netlist (27+ instances only)
cell / number
sky130_fd_sc_hd__a22o_1: 31
sky130_fd_sc_hd__o221ai_1: 44
sky130_fd_sc_hd__o22a_1: 37
sky130_fd_sc_hd__nand3_1: 46
sky130_fd_sc_hd__clkbuf_1: 75
sky130_fd_sc_hd__buf_2: 77
sky130_fd_sc_hd__mux2i_1: 102
sky130_fd_sc_hd__buf_4: 120
sky130_fd_sc_hd__nor2_1: 53
sky130_fd_sc_hd__edfxtp_1: 1156
sky130_fd_sc_hd__a22oi_1: 90
sky130_fd_sc_hd__nor3_1: 34
sky130_fd_sc_hd__a21oi_1: 43
sky130_fd_sc_hd__mux4_2: 504
sky130_fd_sc_hd__nor2b_1: 35
sky130_fd_sc_hd__a211oi_1: 31
sky130_fd_sc_hd__o22ai_1: 27
## final cells by class
| cell class | count | area share, % |
|---|---|---|
| Tap cell | 1742 | 3.545 |
| Clock buffer | 141 | 5.116 |
| Clock inverter | 78 | 1.203 |
| Antenna cell | 1 | 0.004070 |
| Timing Repair Buffer | 435 | 6.638 |
| Inverter | 5 | 0.03052 |
| Multi-Input combinational cell | 1232 | 27.01 |
| Sequential cell | 1156 | 56.46 |
## metrics by stage
| step | util, % | area, um^2 | std cells | hold slack [ps] |
|---|---|---|---|---|
| 6_report | 47.30 | 61490 | 4790 | 920.5 |
| 5_1_grt | 47.30 | 61480 | 4789 | 967.4 |
| 4_1_cts | 47.30 | 61480 | 4789 | 921.8 |
| 3_5_place_dp | 44.31 | 57600 | 4570 | 904.9 |
| 3_3_place_gp | 44.31 | 57600 | 4570 | 903.4 |
| 2_1_floorplan | - | 52820 | 2688 | 823.8 |
## layer usage
metal  GRT usage, %  wire length (um)  up-vias
met2          38.11             72880     2717
met1          28.44             46500    14690
li1               -                 -    11900
met4          7.612              6120       10
met3          26.58             36430      331
met5          1.380               115        -
## worst max-delay path by stage
stage	start	endpoint	slack (ps)	cells after the start
finish	it[22]	RsD[24]	3360	8
CTS	it[22]	RsD[22]	3420	8
global route	it[22]	RsD[21]	3260	8
## kinds of logic after synthesis
family | after synthesis
buffers and inverters | 300
AND-OR/OR-AND | 329
multiplexers | 606
XOR/XNOR | 11
flip-flops | 1156
AND/OR/NAND/NOR | 231
other | 2
Power figures rest on the tool's default switching activity, not on a simulated workload.
